## flow/config.mk

```make
export PLATFORM = sky130hd
export DESIGN_NAME = MPQ
export DESIGN_NICKNAME = MPQ
export VERILOG_FILES = /design/flow/design.v
export SDC_FILE = /design/flow/constraint.sdc
export NUM_CORES = 4
export LEC_CHECK = 1
export CORE_UTILIZATION = 40
```

## flow/constraint.sdc

```tcl
current_design MPQ

set clk_period 192.6
set clk_io_pct 0.2

create_clock -name clk0 -period $clk_period [get_ports {clk}]

set non_clock_inputs [all_inputs -no_clocks]
set_input_delay [expr $clk_period * $clk_io_pct] -clock clk0 $non_clock_inputs
set_output_delay [expr $clk_period * $clk_io_pct] -clock clk0 [all_outputs]
```

## flow/design.v

```verilog
module MPQ(clk,rst,data_valid,data,cmd_valid,cmd,index,value,busy,RAM_valid,RAM_A,RAM_D,done);
input clk;
input rst;
input data_valid;
input [7:0] data;
input cmd_valid;
input [2:0] cmd;
input [7:0] index;
input [7:0] value;
output reg busy;
output reg RAM_valid;
output reg[7:0]RAM_A;
output reg [7:0]RAM_D;
output reg done;
reg build, extract, increase, insert, write_1;
reg [7:0] index_1, index_heapify , largest , left , right, index_2, max, parent,increase_index, increase_value, index_heapify_1;
reg [7:0] data_in [0:254];
reg [4:0] nowstate, nextState;
integer i;
parameter Data_in = 5'd0,
        Control = 5'd1,
        build_queue = 5'd2,
        build_queue_1 = 5'd3,
        Max_heapify1   = 5'd4,
        Max_heapify2   = 5'd5,
        Max_heapify3 = 5'd6,
        Max_heapify4 = 5'd7,
        extract_max = 5'd8,
        Max_heapify_1 = 5'd9,
        Max_heapify_2 = 5'd10,
        Max_heapify_3 = 5'd11,
        Max_heapify_4 = 5'd12,
        increase_val = 5'd13,
        increase_val_1 = 5'd14,
        increase_val_2 = 5'd15,
        insert_data     = 5'd16,
        inser_data_1 = 5'd17,
        write = 5'd18,
        finish = 5'd19;
always @(posedge clk or posedge rst) begin
    if(rst) nowstate <= Data_in;
    else nowstate <= nextState;    
end
always @(posedge clk or posedge rst)begin
 if (rst) begin
        busy <= 1'b0;
        RAM_valid <= 1'b0;
        RAM_A <= 8'b0;
        RAM_D <= 8'b0;
        done <= 1'b0;
        build <= 1'b0;
        extract <= 1'b0;
        increase <= 1'b0;
        insert <= 1'b0;
        write_1 <= 1'b0;
        index_1 <= 8'b0;
        index_heapify <= 8'b0;
        largest <= 8'd0;
        left <= 8'b0;
        right <= 8'b0;
        index_2 <= 8'b0;
        max <= 8'b0;
        parent <= 8'b0;
        index_heapify_1 <=8'b0;
        increase_index <= 8'b0;
        increase_value <= 8'b0;
        for(i=0;i<255;i=i+1) begin
            data_in[i] <= 8'b0;
        end
 end
    else begin
        case(nowstate)
            Data_in:begin
                if (data_valid) begin
                    data_in[index_1] <= data;
                    index_1 <= index_1 + 1;
                    busy <= 1'b1;
                end
                else busy <= 1'b0;
            end
            Control:begin
                if (cmd==3'b0 && cmd_valid== 1'b1) begin
                    build <= 1'b1;
                    busy <= 1'b1;
                end
                else if (cmd==3'd1 && cmd_valid== 1'b1) begin
                    extract <= 1'b1;
                    busy <= 1'b1;
                end
                else if (cmd==3'd2 && cmd_valid== 1'b1) begin
                    increase <= 1'b1;
                    busy <= 1'b1;
                    increase_index <= index-1;
                    increase_value <= value;
                end
                else if (cmd==3'd3 && cmd_valid== 1'b1) begin
                    increase_value <= value;
                    insert <= 1'b1;
                    busy <= 1'b1;
                end
                else if (cmd==3'd4 && cmd_valid== 1'b1) begin
                    write_1 <= 1'b1;
                end
                else begin
                    build <= 1'b0;
                    extract <= 1'b0;
                    increase <= 1'b0;
                    insert <= 1'b0;
                    write_1 <= 1'b0;
                    busy <= 1'b0;
                end
            end
            build_queue:begin
                index_heapify_1 <= (index_1 >> 1);
                busy <= 1'b1;
            end
            build_queue_1:begin
            if (build) begin
                if (index_heapify_1!= 8'd0)  begin
                    index_heapify <= index_heapify_1;
                    busy <= 1'b1;
                end
                else begin
                    build <= 1'b0;
                    busy <= 1'b0;
                end
            end
            end
            Max_heapify1:begin
                left <= (2 * index_heapify)-1;
                right <= (2 * index_heapify);
            end
            Max_heapify2: begin
                if (((index_1 - 1) >= left ) && ( data_in[left] > data_in[index_heapify-1])) begin
                    largest <= left;
                end
                else largest <= index_heapify - 1;
            end
            Max_heapify3: begin
                if (((index_1 - 1) >= right  ) && (data_in[right] > data_in[largest])) begin
                    largest <= right;
                end
            end    
            Max_heapify4:begin   
                if (largest != index_heapify -1 ) begin
                    data_in[largest] <= data_in[index_heapify-1];
                    data_in[index_heapify-1] <= data_in[largest];
                    index_heapify <= largest + 1 ;
                    end
                    else begin
                        left <= 8'd0;
                        right <= 8'd0;
                        largest <= 8'd0;
                        index_heapify_1 <= index_heapify_1 - 1;
                    end
            end
            extract_max:begin
                busy <= 1'b1;
                if (extract) begin
                    if (index_1 >= 8'd0) begin
                        max <= data_in[0];
                        data_in[0] <= data_in[index_1-1];
                        data_in[index_1 - 1] <= 8'd0;
                        index_1 <= index_1 - 1;
                        index_heapify <= 8'd1;
                    end
                end
            end
            Max_heapify_1:begin
                left <= (2 * index_heapify)-1;
                right <= (2 * index_heapify);
            end
            Max_heapify_2: begin
                if (((index_1 - 1) >= left ) && ( data_in[left] > data_in[index_heapify-1])) begin
                    largest <= left;
                end
                else largest <= index_heapify - 1;
            end
            Max_heapify_3: begin
                if (((index_1 - 1) >= right  ) && (data_in[right] > data_in[largest])) begin
                    largest <= right;
                end
            end    
            Max_heapify_4:begin   
                if (largest != index_heapify -1 ) begin
                    data_in[largest] <= data_in[index_heapify-1];
                    data_in[index_heapify-1] <= data_in[largest];
                    index_heapify <= largest + 1 ;
                    end
                    else begin
                        left <= 8'd0;
                        right <= 8'd0;
                        largest <= 8'd0;
                        extract <= 1'b0;
                        busy <= 1'b0;
                    end
            end
            increase_val:begin
                if (increase_value < data_in[increase_index]) begin
                    increase <= 1'b0;
                    insert <= 1'b0;
                    busy <= 1'b0;
                    increase_index <= 8'd0;
                    parent <= 8'd0;
                end
                else begin
                    data_in[increase_index] <= increase_value;
                    busy <= 1'b1;
                end
            end
            increase_val_1:begin
                parent <= (increase_index!=8'd0)?(((increase_index-1) >> 1)):8'd0;
            end
            increase_val_2:begin
                if (increase_index > 8'd0 && ( data_in[parent] < data_in[increase_index])) begin
                    data_in[increase_index] <= data_in[parent];
                    data_in[parent] <= data_in[increase_index];
                    increase_index <= parent;
                end
                else begin
                    increase_index <= 8'd0;
                    parent <= 8'd0;
                    busy <=1'b0;
                    increase <= 1'b0;
                    insert <= 1'b0;
                end
            end
            insert_data: begin
                if (insert)begin
                    busy <= 1'b1;
                    index_1 <= index_1 + 1;
                end 
            end
            inser_data_1:begin
                data_in[index_1-1] <= 8'b0;
                increase_index <= index_1-1;
            end
            write: begin
                if (write_1) begin
                     busy <= 1'b1;
                     RAM_A <= index_2;
                     RAM_D <= data_in[index_2];
                     RAM_valid <= 1'b1;
                     busy <= 1'b1;
                     if (index_2 == index_1 ) begin
                        RAM_valid <= 1'b0;
                        busy <= 1'b0;
                        done <= 1'b1;
                        write_1 <= 1'b0;
                     end
                     else index_2 <= index_2 + 1;
                end                
            end
            finish: begin
                busy <= 1'b0;
                RAM_valid <= 1'b0;
                RAM_A <= 8'b0;
                RAM_D <= 8'b0;
                done <= 1'b0;
                build <= 1'b0;
                extract <= 1'b0;
                increase <= 1'b0;
                insert <= 1'b0;
                write_1 <= 1'b0;
                index_1 <= 8'b0;
                index_heapify <= 8'b0;
                largest <= 8'd0;
                left <= 8'b0;
                right <= 8'b0;
                index_2 <= 8'b0;
                max <= 8'b0;
                parent <= 8'b0;
                index_heapify_1 <=8'b0;
                increase_index <= 8'b0;
                increase_value <= 8'b0;
                for(i=0;i<255;i=i+1) begin
                    data_in[i] <= 8'b0;
                end
            end
        endcase
    end
end
always@(*)begin
    case(nowstate)
    Data_in:begin
    nextState = (data_valid==1'b1)? Data_in : Control;
    end
    Control: begin
        if (cmd==3'd0 && cmd_valid== 1'b1) begin
        nextState = build_queue ;
        end
        else if (cmd==3'd1 && cmd_valid== 1'b1) begin
        nextState = extract_max;
        end
        else if (cmd==3'd2 && cmd_valid== 1'b1) begin
        nextState = increase_val;
        end
        else if (cmd==3'd3 && cmd_valid== 1'b1) begin
        nextState = insert_data;
        end
        else if (cmd==3'd4 && cmd_valid== 1'b1) begin
        nextState = write;
        end
        else begin
        nextState = Control;
        end
    end
    build_queue: begin
    nextState = build_queue_1;
    end
    build_queue_1 : begin
    nextState = (index_heapify_1!= 8'd0)?Max_heapify1:Control;
    end
    Max_heapify1:begin
    nextState = Max_heapify2;
    end
    Max_heapify2:begin
    nextState = Max_heapify3;
    end
    Max_heapify3 :begin
    nextState = Max_heapify4;
    end
    Max_heapify4: begin
    nextState = (largest != (index_heapify-1))?Max_heapify1:build_queue_1;
    end
    extract_max:begin
    nextState = (extract==1'b1 && index_1 >= 8'd0)? Max_heapify_1 : extract_max;
    end
    Max_heapify_1 :begin
    nextState = Max_heapify_2;
    end
    Max_heapify_2: begin
    nextState = Max_heapify_3;
    end
    Max_heapify_3: begin
    nextState = Max_heapify_4;
    end
    Max_heapify_4 :begin
    nextState = (largest != (index_heapify-1))?Max_heapify_1:Control;
    end
    increase_val:begin
    nextState = (increase_value < data_in[increase_index])?Control:increase_val_1;
    end
    increase_val_1 : begin
    nextState = increase_val_2;
    end
    increase_val_2 : begin
    nextState = (increase_index > 8'd0 && ( data_in[parent] < data_in[increase_index]))?increase_val_1:Control;
    end
    insert_data:begin
    nextState = inser_data_1;
    end
    inser_data_1:begin
    nextState = increase_val;
    end
    write:begin
    nextState = ((write_1==1'b1)&&(index_2 == index_1))?finish:write;
    end
    finish:begin
    nextState = Data_in;
    end
    default:begin
    nextState = Data_in;
    end
    endcase
end
endmodule
```

## flow/run.sh

```bash
#!/bin/bash
# OpenROAD 26Q1-2900-gdf79404cd8, Yosys 0.63+post, stock flow scripts
make -C /OpenROAD-flow-scripts/flow DESIGN_CONFIG=/design/flow/config.mk WORK_HOME=/design/flow/orfs finish
```

==> flow_metrics.env <==
# yosys + openroad results
export IMPL_outcome="did not finish"
export IMPL_stop_stage="global routing"
export IMPL_err="[ERROR GRT-0116] Global routing finished with congestion. Check the congestion regions in the DRC Viewer."
export IMPL_cts_inserted_buffers=273
export IMPL_grt_pass1_wl_microns=6470000
export IMPL_synth_logic_family="AND-OR/OR-AND gates"
export IMPL_ff_type="dfrtp_1"
export IMPL_synthDominantAreaCellType="dfrtp_1"
export IMPL_avgSynthCellArea_sq_um=6.95
export IMPL_yosys_cell_count_top_type="nor2_1"
export IMPL_gr_total_overflow=368283
export IMPL_yosys_area_share_simple=0.215
export IMPL_grt_max_degree=116
export IMPL_number_of_global_route_vias_before_repair=493980
export IMPL_post_synth_instance_area_sq_mm=0.264
export IMPL_clock_tree_htree_level_count=5
export IMPL_async_set_reset_flop_share_out_of_synthesis=1.00
export IMPL_enable_flop_cells=0
export IMPL_cts_hold_fix_buffers=0
export IMPL_place_gp_congestion=4.20
export IMPL_cts_resized=0
export IMPL_synth_cells_yosys=37973
export IMPL_post_synth_num_cell_types=106
export IMPL_area_leaders="dfrtp_1 20%, a22oi_1 9.9%, nor2_1 7.1%, a21oi_1 5.9%, clkbuf_1 5.6%"
export IMPL_detailedPlacementHpwl_microns=3850000
export IMPL_std_cell_rows=297
export IMPL_boundaryPins=50
export IMPL_dp_cells=47461
export IMPL_xor_share=0.00179
export IMPL_post_cts_setup_buffer_count=0
export IMPL_dp_slack_ns=147.35
export IMPL_adder_area_share=0.00341
export IMPL_clk_root_buffer_cell="clkbuf_16"
export IMPL_clock_tree_buffer_depth=4
export IMPL_clock_sinks=2162
export IMPL_portion_of_netlist_area_occupied_by_mux_cells=0.0131
export IMPL_synth_ff_latch_count=2162
export IMPL_yosys_stat_chipArea_sq_mm=0.264
export IMPL_chipWidth_microns=814
export IMPL_postSynthCellCount=37973
export IMPL_synth_seq_area_share=0.205
export IMPL_chipHeight_microns=814
export IMPL_area_share_top_type=0.205
export IMPL_floorplanUtilization=0.402
export IMPL_place_port_buffers=49
export IMPL_groute_usage_overall=1.60
export IMPL_synth_compound_area_share=0.474
export IMPL_yosys_top_cells_count="4956 x nor2_1, 3903 x clkbuf_1, 3464 x a22oi_1"
export IMPL_ys_warn_count=2
logic make-up after synthesis:
family | Yosys count
fa+ha+maj | 72
mux | 321
xor+xnor | 53
flops | 2162
compound gates | 17168
simple gates | 12257
buf+inv | 5940
per-stage QoR:
stage	hold WS (ns)	cell area, sq um	power (mW)
after CTS	0.328	316000	12.7
after detailed placement	0.353	306000	12.1
after global placement	0.353	306000	12.1
after floorplan	0.346	264000	4.77
metal layers:
metal  GRT overflow  global-route usage
met2         185988                2.23
met5           2680               0.933
met3          25142                1.02
met4          18363                1.04
met1         136110                1.72
Power figures rest on the tool's default switching activity, not on a simulated workload.
